`design/flow/config.mk`:
```
export PLATFORM = sky130hd
export DESIGN_NAME = mod100_counter
export DESIGN_NICKNAME = mod100_counter
export VERILOG_FILES = /design/flow/design.v
export SDC_FILE = /design/flow/constraint.sdc
export NUM_CORES = 4
export LEC_CHECK = 1
export CORE_AREA = 10 10 70 70
export DIE_AREA = 0 0 80 80
```
`design/flow/design.v`:
```
module mod100_counter(clk,rst,count);
 input clk;
 input rst;
 output reg [6:0] count;
 always @(posedge clk or posedge rst)
 begin
 if (rst)
 count <= 7'b0000000;
 else if (count == 99)
 count <= 7'b0000000;
 else
 count <= count + 1;
 end
endmodule
```
`design/flow/constraint.sdc`:
```
current_design mod100_counter

set clk_period 1.3
set clk_io_pct 0.2

create_clock -name clk0 -period $clk_period [get_ports {clk}]

set non_clock_inputs [all_inputs -no_clocks]
set_input_delay [expr $clk_period * $clk_io_pct] -clock clk0 $non_clock_inputs
set_output_delay [expr $clk_period * $clk_io_pct] -clock clk0 [all_outputs]
```
`design/flow/run.sh`:
```
#!/bin/bash
# OpenROAD 26Q1-2900-gdf79404cd8, Yosys 0.63+post, stock flow scripts
make -C /OpenROAD-flow-scripts/flow DESIGN_CONFIG=/design/flow/config.mk WORK_HOME=/design/flow/orfs finish
```
==> flow_summary.toml <==
# generated from flow reports
[worst_setup_path]
cp_num_cells = 4
r2r_cells = 4
crit_family = "simple AND/OR/NAND/NOR gates"
critPathMaxFanout = 5
crit_path_end_kind = "flip-flop"
required_ns = 1.44
critPathLaunchType = "flip-flop"
setup.worst_path.class = "reg -> reg"
worst-path-buf-inv = 1
crit_chain = "buf_4 -> or3_4 -> nor2_4 -> nor3_2"
slowest_delay_ns = 0.38
crit_arrival_ns = 1.39
cp_slowest_cell = "dfrtp_1"

[clock_tree]
postCtsHoldBufs = 0
clockBufferDepth = 2
cts-buffers-inserted = 3
htreeDepth = 1
clkLatencyLatePin_ns = 0.26
cts_sinks = 7
clkTransAtPathRegs_ns = 0.05
cts_root_buffer = "clkbuf_4"
cts_tree = "done"

[detailed_routing]
antenna_cells_inserted = 0
drtIter0Drc = 5
num_vias = 287
wl_um = 874
vias_per_cell = 3.05
drc = 0
wl_per_cell_um = 9.30
drt-pass1-iter-count = 4
antenna_left = 0

[placed_design]
gp_congestion = 0.728
post-dp-hpwl_um = 619
port_buffers = 8
place_area_sq_um = 470
dpl.cell_count = 84

[global_routing]
grt_pass1_vias = 310
grt_usage = 0.0273
antenna_found_initial = 0
grt.overflow.total = 0
grt_max_degree = 8
grt_pass1_wl_mm = 1.42

[finish]
final_area_sq_um = 537
area.combinational_sq_um = 149
regArea_sq_um = 176
reg.largest.list = "count x7"
fillCellCount = 387
largest_reg_flops = 7
final_cells = 94
top_register = "count"
synthToLayoutAreaGrowth_pct = 65.0
drive_above_1_share = 0.313
utilization = 0.157

[logic_synthesis]
syn_area_per_cell_sq_um = 11.2
yosys_area_sq_um = 325
ys_types = 15
ys_cells = 29
ys_ff = 7
synth_area_sq_um = 325
ys_seq_frac = 0.538
yosys_warnings = 1
synth_cells = 29

[timing]
fin_hold_ws_ns = 0.239
finalSetupTns_ns = 0
max_freq_mhz = 803
finClkSkew_ns = 0.00327
finalMaxSlewViolations = 0
timing.final.crit_share = 0.958
period_minus_slack_ns = 1.25
hold_violations = 0
tightest_slew_ns = 0.274
setup_viol = 0
rsz0062_at_grt = "false"
relSlewSlack = 0.817

[die]
design.core.area_sq_um = 3420
die-area_sq_um = 6400
dieHeight_um = 80
initCoreUtil = 0.0952
die_w_um = 80
floorplan.rows = 21
boundaryPins = 9

[status]
outcome = "finished, final reports clean"

[power_and_ir_drop]
peakVddDrop_v = 0.000277
total_leakage_power_uw = 0.000241
power_density_nw_per_um2 = 800

[hold_path]
hold_class = "in -> async"

[run]
warnings = 25
max_cap_violations = 0
## report_power, final
part	internal, uW	switching, uW
Combinational	2.82	4.53
Sequential	218	0
Clock	118	86.5
Total	338	91.0
## layout by cell type, fill, tap and decap left out
cell / instances
and2_1: 1
mux2i_1: 1
nor2_4: 1
dfrtp_2: 1
dlygate4sd2_1: 7
nor2_1: 3
nand4_1: 1
and3_1: 1
nor3_2: 1
a31oi_1: 2
dfrtp_1: 6
nand2_1: 2
clkbuf_1: 1
xnor2_1: 3
inv_1: 1
nand3_1: 3
buf_4: 7
clkdlybuf4s50_1: 1
clkbuf_4: 3
ha_2: 1
or3_4: 1
## per-layer routing
metal | global-route usage | wire length (um)
met1 | 0.0298 | 325
met2 | 0.0474 | 476
met3 | 0.00909 | 49
met4 | 0.0106 | 22
met5 | 0 | 0
## cells in the mapped netlist (all sizes together)
cell,n,area share
nor3,1,0.031
inv,1,0.012
ha,1,0.038
a31oi,2,0.038
nor2,4,0.069
xnor2,3,0.081
nand4,1,0.019
and2,1,0.019
mux2i,1,0.031
nand3,3,0.046
and3,1,0.019
or3,1,0.035
dfrtp,7,0.54
nand2,2,0.023
## path summary, 6_finish.rpt
| check | startpoint | endpoint | slack, ns |
|---|---|---|---|
| worst max-delay path | count[3]$_DFF_PP0_ | count[5]$_DFF_PP0_ | 0.05 |
| worst min-delay path | rst | count[6]$_DFF_PP0_ | 0.24 |
| worst max register to register | count[3]$_DFF_PP0_ | count[5]$_DFF_PP0_ | 0.05 |
| worst min register to register | count[0]$_DFF_PP0_ | count[0]$_DFF_PP0_ | 0.53 |
| max in group asynchronous | rst | count[2]$_DFF_PP0_ | 0.83 |
| min in group clk0 | count[0]$_DFF_PP0_ | count[0]$_DFF_PP0_ | 0.53 |
## timing repair
action,4_1_cts,5_1_grt
setup buffers,6,0
gates cloned,0,0
pin swaps,0,2
setup endpoints to repair,7,3
resized,8,1
## stage by stage
step | setup slack (ns) | total power [uW]
finish | 0.0543 | 429
global route | 0.0197 | 446
CTS | 0.0274 | 434
detailed placement | 0.111 | 230
global placement | 0.122 | 230
floorplan | 0.191 | 225
## area by class of cell
| cell class | instances | area share |
|---|---|---|
| flip-flops and latches | 7 | 0.329 |
| multi-input cells | 21 | 0.277 |
| repair buffers | 15 | 0.231 |
| well taps | 46 | 0.107 |
| clock buffers | 4 | 0.0490 |
| inverters | 1 | 0.00699 |
## cells by family (layout without fill, tap and decap cells)
group / count (synthesis) / in the layout / share of synthesized area
AOI/OAI and AO/OA: 2 / 2 / 0.0385
xor gates and xnor gates: 3 / 3 / 0.0808
adders and majority gates: 1 / 1 / 0.0385
buffers and inverters: 1 / 20 / 0.0115
DFF: 7 / 7 / 0.538
muxes: 1 / 1 / 0.0308
and+or+nand+nor: 14 / 14 / 0.262
Power figures rest on the tool's default switching activity, not on a simulated workload.
