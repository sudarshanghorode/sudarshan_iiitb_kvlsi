## flow/design.v

```verilog
module moore_1010 (
    input wire clk,
    input wire rst,
    input wire x,
    output reg y
);
    typedef enum logic [2:0] {
        S0, S1, S2, S3, S4
    } state_t;
    state_t current_state, next_state;
    always @(posedge clk or posedge rst) begin
        if (rst)
            current_state <= S0;
        else
            current_state <= next_state;
    end
    always @(*) begin
        case (current_state)
            S4: y = 1;
            default: y = 0;
        endcase
    end
    always @(*) begin
        case (current_state)
            S0: next_state = (x) ? S1 : S0;
            S1: next_state = (x) ? S1 : S2;
            S2: next_state = (x) ? S3 : S0;
            S3: next_state = (x) ? S1 : S4;  
            S4: next_state = (x) ? S1 : S0;  
            default: next_state = S0;
        endcase
    end
endmodule
```

## flow/run.sh

```bash
#!/bin/bash
# OpenROAD 26Q1-2900-gdf79404cd8, Yosys 0.63+post, stock flow scripts
make -C /OpenROAD-flow-scripts/flow DESIGN_CONFIG=/design/flow/config.mk WORK_HOME=/design/flow/orfs finish
```

## flow/config.mk

```make
export PLATFORM = sky130hd
export DESIGN_NAME = moore_1010
export DESIGN_NICKNAME = moore_1010
export VERILOG_FILES = /design/flow/design.v
export SDC_FILE = /design/flow/constraint.sdc
export NUM_CORES = 4
export LEC_CHECK = 1
export CORE_AREA = 10 10 70 70
export DIE_AREA = 0 0 80 80
```

## flow/constraint.sdc

```tcl
current_design moore_1010

set clk_period 1.8
set clk_io_pct 0.2

create_clock -name clk0 -period $clk_period [get_ports {clk}]

set non_clock_inputs [all_inputs -no_clocks]
set_input_delay [expr $clk_period * $clk_io_pct] -clock clk0 $non_clock_inputs
set_output_delay [expr $clk_period * $clk_io_pct] -clock clk0 [all_outputs]
```

==> Slide: Implementation Results <==
Key Metrics from the Run

Setup path
  • CP arrival: 1.08 ns
  • Number of buffer and inverter stages on the critical path: 1
  • Logic depth of the worst register-to-register path: 1
  • Endpoint required time on the critical path: 1.44 ns
  • Reg2reg setup slack: 0.86 ns
  • Capture point of the worst reg-to-reg path: current_state[3]$_DFF_PP0_
  • CP Cell Sequence: clkdlybuf4s50_1
  • Highest net fanout along the worst path: 3
  • Category of the most critical setup path: flop to output pin
  • Startpoint types: flop
  • Reg2reg start: current_state[1]$_DFF_PP0_
  • Cell type group with the largest total delay on the critical path: buffers and inverters
  • Slowest stage cell on the critical path: sky130_fd_sc_hd__clkdlybuf4s50_1
  • Delay of the slowest cell on the worst path: 0.48 ns
  • Endpoint kind of the worst setup timing path: output pin

Drt
  • Initial DRT Pass Iterations: 3
  • ANT nets after route: 0
  • Wire length per cell after detailed routing: 5.35 um
  • Post-DR vias/cell: 1.76
  • DRC violation total after the first TritonRoute iteration: 1
  • Detailed Route WL: 353 um
  • Overall via count from detail_route: 116
  • DRC errors left: 0

Final timing
  • Max_slew headroom: 0.880
  • Hold Worst Slack: 0.315 ns
  • Setup repair after global routing missed its margin: false
  • Count of endpoints failing setup in the final report: 0
  • Final Hold Vio Count: 0
  • Least setup slack across all paths after layout: 0.358 ns
  • Actual transition at the worst max-transition pin: 0.178 ns
  • Maximum clock frequency: 693 MHz
  • Slew Viols, Final: 0
  • Final period demand of the worst path: 1.44 ns
  • Period utilisation layout: 0.801
  • Final setup TNS: 0 ns
  • Fin Clk Skew: 0.00332 ns

Global route
  • Antenna violations before repair: 1
  • Total track usage: 0.0142
  • Largest net degree at the start of global routing: 6
  • Vias in the first global route: 141
  • Global route overflow: 0
  • Wire length of the first global-routing pass: 614 um

Power
  • Power per unit of standard cell area: 942 mW/mm2
  • Pwr Total: 0.269 mW
  • Worst voltage drop across the vdd grid: 177 uV
  • LEAKAGE: 0.110 nW

Worst hold path
  • Path category of the worst min-delay check: input pin to async pin

Cells and area
  • Post-route standard cell area excluding fillers: 285 um2
  • Dominant logic cell type in the layout: sky130_fd_sc_hd__dfrtp_1
  • Largest registers in the final layout: current_state (5)
  • Layout-stage area growth over the synthesis result: 68.9%
  • Fill cell instance count of the final layout: 399
  • Max reg flops: 5
  • Register with the highest flop count: current_state
  • Core Util, Final: 0.0835
  • Share of final-layout standard cells stronger than drive strength 1: 0.211
  • Most common logic cells in the final layout: sky130_fd_sc_hd__dfrtp_1 (4), sky130_fd_sc_hd__clkbuf_4 (3), sky130_fd_sc_hd__clkdlybuf4s50_1 (3)
  • Final non-filler cell total: 66

Yosys
  • Register share after synthesis: 0.748
  • And-or/or-and share of the synthesized area: 0.0667
  • Chip area in the Yosys report: 169 um2
  • Synthesized flop and latch total: 5
  • Simple Share, Synth: 0.163
  • Avg Synthesized Cell Area: 14.1 um2
  • Distinct cell type count of the synthesized netlist: 8
  • Post-Syn Area: 169 um2
  • Dominant kind of combinational cell: simple AND/OR/NAND/NOR gates
  • Adder-cell share of the synthesized area: 0
  • Synthesized netlist cell count: 12
  • Number of cells in the yosys synthesis report: 12
  • MUX share of area: 0
  • Xor/xnor cell area share of the yosys netlist: 0
  • Yosys Warn Count: 1

Clocking
  • Total number of H-tree levels: 1
  • Maximum buffer depth of the clock tree: 2
  • Clk sink count: 5
  • TritonCTS buffer count: 3
  • Root Driver: sky130_fd_sc_hd__clkbuf_4
  • Clock tree from TritonCTS: yes
  • # Post-CTS Setup Buffers: 0
  • Total of hold buffers inserted after clock tree synthesis: 0
  • Register clock-pin slew on the reported worst setup and hold paths: 0.04 ns
  • Worst-Skew Late Latency: 0.24 ns
  • Resized cells post-CTS: 0

Placed design
  • Post-placement worst setup slack: 0.613 ns
  • Last weighted congestion value of the routability-driven placer: 0.660
  • Port Buf Inserts: 3
  • Detail Placement HPWL: 249 um
  • Cell area reported after detailed placement: 256 um2
  • Number of instances in the placed design: 61

Floorplan
  • Initial Util: 0.0495
  • Cell row count: 21
  • Chip Height: 80 um
  • Chip width: 80 um
  • Core Footprint: 0.00342 mm2
  • Top-level I/O count: 4
  • Area of the die: 0.00640 mm2

Status
  • Status: complete, no violations

Run
  • OpenROAD warnings: 25
  • Max-Cap Viols: 0
-- worst max path at each step --
stage,from,end,slack (ns),cells after the start
after CTS,current_state[1]$_DFF_PP0_,y,0.35,1
after global routing,current_state[1]$_DFF_PP0_,y,0.30,1
final,current_state[1]$_DFF_PP0_,y,0.36,1
-- where the power goes --
part	leakage [nW]	internal, mW	switching (mW)
logic	0.0292	0.00974	0.00698
registers	0.0657	0.122	0.00350
clock network	0.0150	0.0836	0.0434
-- layout make-up --
class	count	area [um2]	share of cell area
Antenna cell	1	2.50	0.00877
Timing Repair Buffer	3	30.0	0.105
Inverter	1	3.75	0.0132
Sequential cell	5	126	0.443
Tap cell	46	57.6	0.202
Multi-Input combinational cell	6	38.8	0.136
Clock buffer	4	26.3	0.0921
-- synth_stat cells --
master	n	area, um2
sky130_fd_sc_hd__nor3_1	1	5.00
sky130_fd_sc_hd__and2_1	1	6.26
sky130_fd_sc_hd__o41a_1	1	11.3
sky130_fd_sc_hd__nor2b_1	2	12.5
sky130_fd_sc_hd__dfstp_2	1	26.3
sky130_fd_sc_hd__inv_1	1	3.75
sky130_fd_sc_hd__dfrtp_1	4	100
sky130_fd_sc_hd__nor2_1	1	3.75
-- cells by family after synthesis --
family                 after synthesis
DFF                                  5
and+or+nand+nor                      5
AOI/OAI and AO/OA                    1
buffers and inverters                1
-- routing by layer --
metal / track usage / vias up / wire length (um)
met1: 0.0127 / 53 / 147
li1: - / 55 / -
met5: 0 / - / 0
met2: 0.0144 / 8 / 102
met4: 0.00176 / 0 / 0
met3: 0.0261 / 0 / 103
Power is estimated from default activity; no workload was simulated.
